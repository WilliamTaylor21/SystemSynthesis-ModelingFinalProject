==> ./run.sh <==
#!/bin/bash
# OpenROAD 26Q1-2900-gdf79404cd8, Yosys 0.63+post, stock flow scripts
make -C /OpenROAD-flow-scripts/flow DESIGN_CONFIG=/design/flow/config.mk WORK_HOME=/design/flow/orfs finish
==> ./config.mk <==
export PLATFORM = sky130hd
export DESIGN_NAME = IO_1
export DESIGN_NICKNAME = IO_1
export VERILOG_FILES = /design/flow/design.v
export SDC_FILE = /design/flow/constraint.sdc
export NUM_CORES = 4
export LEC_CHECK = 1
export CORE_AREA = 10 10 78 78
export DIE_AREA = 0 0 88 88
==> ./constraint.sdc <==
current_design IO_1

set clk_period 1.0
set clk_io_pct 0.2

create_clock -name clk0 -period $clk_period [get_ports {IO_EN1}]

set non_clock_inputs [all_inputs -no_clocks]
set_input_delay [expr $clk_period * $clk_io_pct] -clock clk0 $non_clock_inputs
set_output_delay [expr $clk_period * $clk_io_pct] -clock clk0 [all_outputs]
==> ./design.v <==
module IO_1(
	input [15:0] busIN,
	input IO_EN1,reset,IO_OUT1,
	output reg [15:0] busOUT,
	output reg [15:0] exit
	   );
reg [15:0] Q;
always @(posedge IO_EN1 or posedge reset) 
begin
 	if(reset == 1'b1)begin
  	Q <= 16'b0000000000000000; 
  	exit <= 16'b0000000000000000; 
	end
 else 
 begin
  Q <= busIN; 
  exit <= busIN;
 end
end 
always @ (*)
if (IO_OUT1 == 1)begin
	busOUT = Q; 
	end
else if (IO_OUT1 == 0) begin
	busOUT = 16'bZZZZZZZZZZZZZZZZ; 
	end
endmodule 
==> run summary <==
Notes on the flow run.

- The leakage component of the power was reported as 0.422 nW.
- Clock tree synthesis inserted a total of 3 buffers.
- The register containing the most flip-flops in the final layout is exit, for reference.
- The maximum clock frequency is 1030 MHz, for reference.
- According to the floorplan report, the die height is 88 µm.
- Per the summary, power density relative to cell area is around 1500 nW/µm².
- In this run, the synthesized area fraction spent on AND-OR/OR-AND gates is recorded as 0%.
- Note, the detailed placer reported a final HPWL of 1320 µm.
- The number of global-route vias before repair is 406, for reference.
- Looking at the max-slew report, the worst-margin pin has a slew of 0.104 ns.
- The capturing element type of the critical path is an output pin, for reference.
- The count of mapped cells out of synthesis is 33, for reference.
- The placer congestion estimate is 0.706, for reference.
- The critical path launch point type is a flop, for reference.
- The total number of placement rows is 24, for reference.
- The remaining antenna violation count is 0, for reference.
- The OpenROAD report gives the critical path a required time of 0.80 ns.
- The post-route clock period utilization is 97.4%, for reference.
- The floorplan die width is 88 µm, for reference.
- The number of max-capacitance violations reported is 0, for reference.
- The clock-pin transition on the worst setup and hold timing paths is 0.05 ns, for reference.
- The maximum level of the CTS H-tree is 1, for reference.
- Summing all multi-input logic gate instances after layout gives 0 µm².
- The synthesis report lists the Yosys warning total as 2.
- The slowest cell on the critical path is sky130_fd_sc_hd__dfrtp_1, for reference.
- Summed over all routing layers, the global router reports a total usage of under 10%.
- The timing report notes that buffer and inverter cells on the critical path total 1.
- Setup repair after global routing left no endpoint under its margin.
- The number of vias after detailed routing is 368, for reference.
- Per the timing report, the biggest fanout along the worst path comes to 2.
- The chip occupies roughly 7700 µm².
- The relative area change from synthesis to final layout is 65.4%, for reference.
- The portion of synthesized area spent on multiplexers is 0%.
- The ratio of routed vias to standard cells is 2.99, for reference.
- The count of tool warnings is 27, for reference.
- The netlist area before placement is 524 µm², for reference.
- The wire length after detailed routing is 1490 µm, for reference.
- For this run, the final setup violation count is recorded as 0.
- The design draws about 1.3 mW.
- The maximum buffer depth of the clock tree is 2, for reference.
- The arrival time of data at the critical path endpoint is 0.77 ns, for reference.
- The synthesized netlist contains 3 unique library cells.
- The most common cell after layout, fill and taps aside is sky130_fd_sc_hd__clkbuf_2, for reference.
- The first-pass GRT wire length is 2060 µm, for reference.
- On the worst path, the slowest cell contributes a delay of 0.37 ns.
- After synthesis, the design contains 33 cells according to Yosys.
- Ranked by total cell area, the synthesized netlist is headed by sky130_fd_sc_hd__dfrtp_1 (76%), sky130_fd_sc_hd__buf_4 (23%), sky130_fd_sc_hd__inv_1 (0.72%).
- Headroom to the max-slew limit came out at 93.1%.
- The top-level I/O count is between 50 and 60, for reference.
- The mean routed wirelength per cell is about 12 µm, for reference.
- In this run the mean area of a mapped cell was about 16 µm².
- The wire length the detailed router placed on met1 is ~640 µm, for reference.
- The adder-cell share of the synthesized area is 0%, for reference.
- The flow ran to the end, and the final reports show no timing, DRC or antenna violations.
- In the Yosys report, the sequential cells make up 76.4% of the chip area.
- The family with the most delay on the worst path is flip-flops, for reference.
- Antenna repair during routing inserted a diode count of 0.
- The largest area contributor in the netlist is sky130_fd_sc_hd__dfrtp_1, for reference.
- The floorplan core density is 11.9%, for reference.
- The layout summary lists the proportion of cells stronger than drive strength 1 as 50.7%.
- The buffer type at the clock tree root is sky130_fd_sc_hd__clkbuf_8, for reference.
- The final worst setup slack is 0.0259 ns, for reference.
- The critical path is of the flop to output pin type.
- Entering global routing, the biggest net connects 9 pins.
- The detailed router finished its first iteration with 0 violations.
- The script parses the final routing iteration and logs DRC violations as 0.
- In this run the worst hold path is classified as input pin to async pin.
- In the final report, the number of hold violations comes to 0.
- Listed in order, past its start point the critical path passes clkdlybuf4s15_1.
- The registers reported with the highest flop counts are exit (16).
- Per the detail_route log, met2 wirelength is 563 µm.
- Leaving out fill and tap cells, the most frequent cells in the layout are sky130_fd_sc_hd__clkbuf_2 (18), sky130_fd_sc_hd__clkdlybuf4s50_1 (17), sky130_fd_sc_hd__dfrtp_1 (16).
- The overall overflow remaining after global route is 0, for reference.
- The final timing report lists a max-slew violation count of 0.
- Per the synthesis report, the XOR/XNOR share of the synthesized area is 0%.
- TritonCTS built the clock tree.
- The final period demand of the worst path is between 0.9 and 1 ns, for reference.
- The count of buffers added on input and output ports is 49.
- The dominant kind of combinational cell is buffers and inverters, for reference.
- The share of synthesized area in the top cell type comes to about three quarters.
- The count of hold-fix buffers inserted at cts is 0, for reference.
- Routed signal wires occupy layers up through met4.
- The number of clock sinks is 16, for reference.
- Before CTS, the worst setup slack after placement is -0.0235 ns.
- In the detailed route, the total length drawn on met3 is 286 µm.
- For this run, combinational gates with multiple inputs come to 0.
- The area share of and/or/nand/nor cells after synthesis is 0%, for reference.
- The synthesized design contains 16 register bits.
- The number of antenna violations at the first check in global routing is 0, for reference.
- The flip-flop count of the largest register after layout is 16, for reference.
- The detailed-routing iteration count for the pre-antenna-repair pass is 1, for reference.
- The core area is 4410 µm², for reference.
- Looking at the VDD voltage map, the peak drop is 0.289 mV.
- The post-synth area from yosys stat is roughly 520 µm², for reference.
- The final-layout setup total negative slack is 0 ns, for reference.
## metal layers
metal | vias to the layer above | track usage, %
met5 | - | 0
met4 | 0 | 0.435
met3 | 2 | 1.87
met2 | 44 | 5.29
met1 | 164 | 3.55
li1 | 158 | -
## power by group
group | leakage (nW) | internal, mW | switching [mW]
registers | 0.186 | 0.681 | 0.0154
logic | 0.214 | 0.107 | 0.0327
clock network | 0.0216 | 0.265 | 0.173
## tightest hold or removal path, cell delays in order
cell and delay (ns):
sky130_fd_sc_hd__clkdlybuf4s50_1 0.40, sky130_fd_sc_hd__inv_1 0.07, sky130_fd_sc_hd__buf_4 0.16
## stage by stage
stage | util (%) | instance area [µm²] | cells | hold WS, ns
final | 19.6 | 867 | 123 | 0.253
after global placement | 22.1 | 975 | 120 | 0.512
after global routing | 19.6 | 867 | 123 | 0.307
after floorplan | - | 524 | 33 | 0.114
after CTS | 21.8 | 963 | 124 | 0.253
after detailed placement | 22.1 | 975 | 120 | 0.497
## cell families after synthesis
group / count (synthesis)
buffers and inverters: 17
DFF: 16
## worst max path at each step
| stage | startpoint | to | slack, ns | depth (start not counted) |
|---|---|---|---|---|
| 4_1_cts | exit[3] | exit[3] | -0.06 | 1 |
| 5_1_grt | exit[10] | busOUT[10] | 0.008 | 1 |
| 6_report | exit[10] | busOUT[10] | 0.03 | 1 |
## cell type report
class | count | area, µm²
Fill cell | 484 | 3550
Sequential cell | 16 | 400
Timing Repair Buffer | 51 | 357
Tap cell | 52 | 65.1
Clock buffer | 3 | 41.3
Inverter | 1 | 3.75
## cell usage after synthesis (all sizes together)
cell and count:
buf 16, dfrtp 16, inv 1
## repair_timing
action                     4_1_cts  5_1_grt
setup endpoints to repair       32       19
pin swaps                        0        0
gates cloned                     0        0
gates resized                   75       22
buffers inserted                 1        0
Power figures rest on the tool's default switching activity, not on a simulated workload.
