`/design/flow/run.sh`:
```
#!/bin/bash
# OpenROAD 26Q1-2900-gdf79404cd8, Yosys 0.63+post, stock flow scripts
make -C /OpenROAD-flow-scripts/flow DESIGN_CONFIG=/design/flow/config.mk WORK_HOME=/design/flow/orfs finish
```
`/design/flow/config.mk`:
```
export PLATFORM = sky130hd
export DESIGN_NAME = ALU
export DESIGN_NICKNAME = ALU
export VERILOG_FILES = /design/flow/design.v
export SDC_FILE = /design/flow/constraint.sdc
export NUM_CORES = 4
export LEC_CHECK = 1
export CORE_UTILIZATION = 50
```
`/design/flow/constraint.sdc`:
```
current_design ALU

set clk_period 15.7
set clk_io_pct 0.2

create_clock -name clk0 -period $clk_period

set non_clock_inputs [all_inputs -no_clocks]
set_input_delay [expr $clk_period * $clk_io_pct] -clock clk0 $non_clock_inputs
set_output_delay [expr $clk_period * $clk_io_pct] -clock clk0 [all_outputs]
```
`/design/flow/design.v`:
```
module ALU(
	input out_EN,reset,A_in,B_in,
        input [15:0] busIN,			 
        input [2:0] select,			 
	output reg [15:0] busOUT		 
	);
    	reg [15:0] ALU_Result, A, B;
	always @(*)
	begin
		if (reset == 1) 
			A <= 16'b0000000000000000; 
		else if (A_in) 
			A <= busIN;
	end
	always @(*)
	begin
		if (reset == 1) 
			B <= 16'b0000000000000000; 
		else if (B_in) 
			B <= busIN;
	end
    always @(*)
    begin
        case(select)
        3'b000: ALU_Result = A + B; 			 
	3'b001: ALU_Result = A - B;			 
        3'b010: ALU_Result = A & B;			 
        3'b011: ALU_Result = A | B;			 
        3'b100: ALU_Result = A ^ B;			 
        3'b101: ALU_Result = !A;			 
        3'b110: ALU_Result = ~(A ^ B);			 
        default: ALU_Result = 16'b0000000000000000; 
        endcase
	if (out_EN == 1)	begin
		busOUT <= ALU_Result; 
		end
	else if (out_EN == 0) begin
		busOUT <= 16'bZZZZZZZZZZZZZZZZ; 
		end
    end
endmodule
```
==> results_dict.tcl <==
# place-and-route summary
set metrics [dict create \
    critical-path-max-stage-delay_ps 490 \
    drtIter0Drc 118 \
    worst_slack_ps 5750 \
    dp_hpwl_um 5380 \
    slowest_stage "clkdlybuf4s50_1" \
    status "finished, final reports clean" \
    tns_ps 0 \
    cp_cell_sequence "clkdlybuf4s50_1, buf_4, nor2_2, nand2_1, o41ai_1, xnor2_1, ha_1, a21oi_2, o21ai_0, a221oi_1, o21ai_1, xnor2_1, o21ai_1, clkdlybuf4s50_1" \
    antenna_left 0 \
    edf_count 0 \
    yosysCellCount 358 \
    overflow 0 \
    simple_gate_share 0.168 \
    finalSetupViolCount 0 \
    dr.pass1.iters 4 \
    post_cts_buffers 0 \
    syn_area_um2 2830 \
    core_um2 5470 \
    fin_crit_sh 0.634 \
    grt_max_degree 27 \
    top_area_cell "ha_1" \
    synthCells 358 \
    clock.fmax_ghz 0.101 \
    power_leakage_nw 1.47 \
    die_y_um 77.2 \
    grt_pass1_vias 2361 \
    fin_cells 458 \
    slew_headroom 0.434 \
    avgSynthCellArea_um2 7.91 \
    power_w 0.0000590 \
    grt.total_usage 0.247 \
    period_minus_slack_ps 9950 \
    wire_per_inst_um 14.8 \
    nFillCells 537 \
    worst_pin_slew_ps 845 \
    yosys.area_share.aoi 0.226 \
    muxShareOfSynthArea 0.0531 \
    adder_share 0.219 \
    viasPerCell 5.49 \
    antenna_found_initial 0 \
    pin_count 39 \
    untimed_endpoints 32 \
    fp_util 0.517 \
    finalHoldViolCount 0 \
    place_congestion 0.926 \
    drive_gt1_frac 0.0466 \
    ff_type "dlxtn_1" \
    placedCellCount 458 \
    rows 27 \
    yosysWarnings 2 \
    cts_resized 0 \
    hp-class "primary input to output pin" \
    antenna_cells_inserted 0 \
    netlist_top_cells_area "ha_1 21%, dlxtn_1 17%, xnor2_1 7.1%" \
    async_flop_share 0 \
    worst_ep_arrival_time_ps 6810 \
    synth_cell_type_count 53 \
    synthXorXnorAreaFrac 0.0774 \
    chip_area_um2 5970 \
    holdWs_ps 7500 \
    cts_hold_buffers 0 \
    critPathMaxFanout 26 \
    synth_flops 32 \
    crit_required_ps 12560 \
    finalMaxSlewViolations 0 \
    vias 2516 \
    rsz0062_at_grt "false" \
    start_kind "primary input" \
    logic_family "AND-OR/OR-AND gates" \
    criticalPathCategory "primary input to output pin" \
    vdd_ir_drop_max_mv 0.00961 \
    tool_warnings 51 \
    yosysTopAreaCellShare 0.212 \
    route.detailed.drc 0 \
    finalWirelength_um 6790 \
    syn2layout_area_growth_pct 15.4 \
    grt_pass1_wl_um 11600 \
    yosysChipArea_um2 2830 \
    dp_slack_ps 5770 \
    maxCapViolations 0 \
    numPortBuffers 38 \
    die_x_um 77.2 \
    power.density_nw_per_um2 18.1 \
    endpoint_kind "output pin" \
    unclocked_regs 32 \
]
[logic make-up after synthesis]
logic type / after synthesis
muxes: 15
buffers and inverters: 63
AOI/OAI and AO/OA: 91
latches: 32
adders and majority gates: 49
xor gates and xnor gates: 25
and+or+nand+nor: 83
[stage by stage]
step	instance area [um2]	util
3_3_place_gp	3270	0.597
2_1_floorplan	2830	-
5_1_grt	3270	0.597
3_5_place_dp	3270	0.597
6_report	3270	0.597
4_1_cts	3270	0.597
[cells in the mapped netlist (5+ instances only)]
cell / n
nor2_1: 12
nand2_1: 20
o22ai_1: 5
nor2b_1: 17
buf_2: 7
a22oi_1: 14
nand4_1: 5
clkbuf_1: 6
o21ai_0: 13
dlxtn_1: 32
a21oi_1: 15
o21ai_1: 6
o22a_1: 6
xnor2_1: 23
inv_1: 50
ha_1: 48
mux2i_1: 15
[cell type report]
| type | instances | area, um2 | area share |
|---|---|---|---|
| sequential | 32 | 480 | 0.147 |
| inverter | 50 | 188 | 0.0575 |
| multi-input combinational | 263 | 2100 | 0.644 |
| tap | 72 | 90.1 | 0.0276 |
| timing repair buffer | 41 | 403 | 0.123 |
[routing by layer]
| metal | GRT usage | wire length (um) | up-vias |
|---|---|---|---|
| met2 | 0.392 | 2790 | 61 |
| met1 | 0.402 | 3690 | 1137 |
| met5 | 0 | 0 | - |
| li1 | - | - | 1318 |
| met4 | 0 | 0 | 0 |
| met3 | 0.00242 | 304 | 0 |
[final timing paths]
check,cells past startpoint,slack (ps),from,end
min,4,7500,select[0],busOUT[2]
max,14,5750,select[2],busOUT[15]
[registers in the layout, summed over array words and instances (netlist names)]
name / count
B: 16
A: 16
[where the power goes]
part           switching (W)  internal [W]
clock network              0             0
logic              0.0000245     0.0000278
registers         0.00000173    0.00000486
total              0.0000263     0.0000327
[cell usage in the layout, fill, tap and decap left out, types with 3 or more instances in the layout]
cell type and n:
inv_1 50, ha_1 48, clkdlybuf4s50_1 38, dlxtn_1 32, xnor2_1 23, nand2_1 20
nor2b_1 17, a21oi_1 15, mux2i_1 15, a22oi_1 14, o21ai_0 13, nor2_1 12
o21ai_1 6, o22a_1 6, nand4_1 5, o22ai_1 5, nand3_1 4, o21a_1 4
o221ai_1 4, nor4_1 4, o31ai_1 3, or2_2 3, a21o_1 3, buf_4 3
[worst max-delay path: cells and delay by family]
| kind | cells | cell delay, ps |
|---|---|---|
| compound gates | 6 | 1130 |
| simple gates | 2 | 540 |
| buf+inv | 3 | 1290 |
| fa+ha+maj | 1 | 380 |
| xor+xnor | 2 | 310 |
No activity file was given, so power comes from the tool's default toggle rates.
